==> design.v <==
module aes( 
           input  logic sck, 
           input  logic sdi,
           output logic sdo,
           input  logic load,
           output logic done);
    logic [127:0] key, plaintext, cyphertext;
    oscillator myOsc(clk);
    aes_spi spi(sck, sdi, sdo, done, key, plaintext, cyphertext);   
    aes_core core(clk, load, key, plaintext, done, cyphertext);
endmodule
module oscillator(output logic clk);
	logic int_osc;
	HSOSC #(.CLKHF_DIV(2'b01)) 
         hf_osc (.CLKHFPU(1'b1), .CLKHFEN(1'b1), .CLKHF(int_osc));
    assign clk = int_osc;
endmodule
module aes_spi(input  logic sck, 
               input  logic sdi,
               output logic sdo,
               input  logic done,
               output logic [127:0] key, plaintext,
               input  logic [127:0] cyphertext);
    logic         sdodelayed, wasdone;
    logic [127:0] cyphertextcaptured;
    always_ff @(posedge sck)
        if (!wasdone)  {cyphertextcaptured, plaintext, key} = {cyphertext, plaintext[126:0], key, sdi};
        else           {cyphertextcaptured, plaintext, key} = {cyphertextcaptured[126:0], plaintext, key, sdi}; 
    always_ff @(negedge sck) begin
        wasdone = done;
        sdodelayed = cyphertextcaptured[126];
    end
    assign sdo = (done & !wasdone) ? cyphertext[127] : sdodelayed;
endmodule
module aes_core(input  logic         clk, 
                input  logic         load,
                input  logic [127:0] key, 
                input  logic [127:0] plaintext, 
                output logic         done, 
                output logic [127:0] cyphertext);
    logic inen, sben, sren, mcen, arken, outen;
    logic [127:0] roundkey, sbin, srin, mcin, arkin, outmuxin;
    mux2 #(128) inmux(inen, plaintext, cyphertext, 
                    sbin);
    controller myC(clk, load, key,
                    inen, sren, sben, mcen, arken, outen, roundkey, done);
    subBytes mySB( clk, sbin, sben,
                    srin);
    shiftRows mySR(srin, sren,
                    mcin);
    mixColumns myMC(mcin, mcen, 
                    arkin);
    addRoundKey myARK(arkin, roundkey,
                    outmuxin);
    flopenr #(128) outFlop(clk, outen, load, outmuxin, cyphertext);
endmodule
module sbox(input  logic [7:0] a,
            output logic [7:0] y);
  logic [7:0] sbox[0:255];
  initial   $readmemh("sbox.txt", sbox);
  assign y = sbox[a];
endmodule
module sbox_sync(
	input		logic [7:0] a,
	input	 	logic 			clk,
	output 	logic [7:0] y);
  logic [7:0] sbox [0:255];
  initial   $readmemh("sbox.txt", sbox);
	always_ff @(posedge clk) begin
		y <= sbox[a];
	end
endmodule
module sboxWord_sync(
                input [31:0] a,
                input clk,
                output [31:0] y);
      sbox_sync s0 (a[7:0],  clk, y[7:0]);
      sbox_sync s1 (a[15:8], clk, y[15:8]);
      sbox_sync s2 (a[23:16],clk, y[23:16]);
      sbox_sync s3 (a[31:24],clk, y[31:24]);
  endmodule
module galoismult(input  logic [7:0] a,
                  output logic [7:0] y);
    logic [7:0] ashift;
    assign ashift = {a[6:0], 1'b0};
    assign y = a[7] ? (ashift ^ 8'b00011011) : ashift;
endmodule
module mixcolumn(input  logic [31:0] a,
                 output logic [31:0] y);
        logic [7:0] a0, a1, a2, a3, y0, y1, y2, y3, t0, t1, t2, t3, tmp;
        assign {a0, a1, a2, a3} = a;
        assign tmp = a0 ^ a1 ^ a2 ^ a3;
        galoismult gm0(a0^a1, t0);
        galoismult gm1(a1^a2, t1);
        galoismult gm2(a2^a3, t2);
        galoismult gm3(a3^a0, t3);
        assign y0 = a0 ^ tmp ^ t0;
        assign y1 = a1 ^ tmp ^ t1;
        assign y2 = a2 ^ tmp ^ t2;
        assign y3 = a3 ^ tmp ^ t3;
        assign y = {y0, y1, y2, y3};    
endmodule
module mixColumns(input  logic [127:0] a,
                  input logic mcen,
                  output logic [127:0] y);
	logic [127:0] temp;
	mixcolumn mc0(a[127:96], temp[127:96]);
	mixcolumn mc1(a[95:64],  temp[95:64]);
	mixcolumn mc2(a[63:32],  temp[63:32]);
	mixcolumn mc3(a[31:0],   temp[31:0]);
  always_comb begin
    if (mcen)  	y = temp;  
	  else 		y = a;
  end
endmodule
module mux2 #(parameter WIDTH = 32)
            (input logic select,
            input logic [WIDTH-1:0] s1, s2,
            output logic [WIDTH-1:0] out);
    assign out = select ? s2 : s1;
endmodule
module flopenr #(parameter WIDTH = 32)
                (input logic clk, en, reset,
                input logic [WIDTH-1:0] q,
                output logic [WIDTH-1:0] d);
always_ff @(posedge clk) begin
  if (reset) d <= 0;
  else if (en) d <= q;
end
endmodule
==> sbox.txt <==
63
7c
77
7b
f2
6b
6f
c5
30
01
67
2b
fe
d7
ab
76
ca
82
c9
7d
fa
59
47
f0
ad
d4
a2
af
9c
a4
72
c0
b7
fd
93
26
36
3f
f7
cc
34
a5
e5
f1
71
d8
31
15
04
c7
23
c3
18
96
05
9a
07
12
80
e2
eb
27
b2
75
09
83
2c
1a
1b
6e
5a
a0
52
3b
d6
b3
29
e3
2f
84
53
d1
00
ed
20
fc
b1
5b
6a
cb
be
39
4a
4c
58
cf
d0
ef
aa
fb
43
4d
33
85
45
f9
02
7f
50
3c
9f
a8
51
a3
40
8f
92
9d
38
f5
bc
b6
da
21
10
ff
f3
d2
cd
0c
13
ec
5f
97
44
17
c4
a7
7e
3d
64
5d
19
73
60
81
4f
dc
22
2a
90
88
46
ee
b8
14
de
5e
0b
db
e0
32
3a
0a
49
06
24
5c
c2
d3
ac
62
91
95
e4
79
e7
c8
37
6d
8d
d5
4e
a9
6c
56
f4
ea
65
7a
ae
08
ba
78
25
2e
1c
a6
b4
c6
e8
dd
74
1f
4b
bd
8b
8a
70
3e
b5
66
48
03
f6
0e
61
35
57
b9
86
c1
1d
9e
e1
f8
98
11
69
d9
8e
94
9b
1e
87
e9
ce
55
28
df
8c
a1
89
0d
bf
e6
42
68
41
99
2d
0f
b0
54
bb
16
==> run.sh <==
#!/bin/bash
# OpenROAD 26Q1-2900-gdf79404cd8, Yosys 0.63+post, stock flow scripts
make -C /OpenROAD-flow-scripts/flow DESIGN_CONFIG=/design/flow/config.mk WORK_HOME=/design/flow/orfs finish
==> config.mk <==
export PLATFORM = sky130hd
export DESIGN_NAME = aes_spi
export DESIGN_NICKNAME = aes_spi
export VERILOG_FILES = /design/flow/design.v
export SDC_FILE = /design/flow/constraint.sdc
export NUM_CORES = 4
export LEC_CHECK = 1
export CORE_AREA = 10 10 245 245
export DIE_AREA = 0 0 255 255
==> constraint.sdc <==
current_design aes_spi

set clk_period 7.1
set clk_io_pct 0.2

create_clock -name clk0 -period $clk_period [get_ports {sck}]

set non_clock_inputs [all_inputs -no_clocks]
set_input_delay [expr $clk_period * $clk_io_pct] -clock clk0 $non_clock_inputs
set_output_delay [expr $clk_period * $clk_io_pct] -clock clk0 [all_outputs]
==> impl_metrics.tcl <==
# metrics dict for downstream scripts
set metrics [dict create \
    number_of_cells_traversed_by_the_worst_hold_path 0 \
    cts_num_sinks 385 \
    accumulated_negative_setup_slack_ns 0 \
    startpoint_type "flip-flop" \
    fp_util_pct 17.02 \
    design.die.area_um2 65030 \
    worstHoldStart "plaintext[82]$_DFF_P_" \
    syn_to_final_growth_pct 63.32 \
    crit_type "reg -> out" \
    gr-usage-all-layers_pct 8.752 \
    routed_wire_length_per_instance_um 17.09 \
    viasPerCell 3.292 \
    hold_violations 0 \
    final_layout_top_logic_cells "387 x sky130_fd_sc_hd__clkdlybuf4s50_1, 384 x sky130_fd_sc_hd__dfxtp_1, 128 x sky130_fd_sc_hd__mux2_2" \
    regToRegSetupSlack_ns 1.20 \
    power_density_nw_per_um2 298.4 \
    synth_top_cell_by_area "sky130_fd_sc_hd__dfxtp_1" \
    worstSkewPairLatency_ns 0.58 \
    clock_path_buffers 3 \
    hold_buf_cts 0 \
    core-area_um2 54880 \
    worstReg2RegEnd "cyphertextcaptured[52]$_DFF_P_" \
    worst-path-max-fanout 2 \
    floorplan.die.height_um 255 \
    die_width_um 255 \
    finClkSkew_ns 0.05871 \
    clockRootBuffer "sky130_fd_sc_hd__clkbuf_16" \
    worst_reg2reg_path_length_in_cells 3 \
    critical_path.slowest_cell "sky130_fd_sc_hd__clkdlybuf4s50_1" \
    grt_pass1_wl_um 41140 \
    post_synth_instance_area_um2 9339 \
    io_buffer_count 387 \
    layout_setup_ws_ns 0.3997 \
    first_iter_violations 105 \
    synthesis.yosys.warnings 1 \
    top_cell_area_share_pct 82.53 \
    hold_end "plaintext[83]$_DFF_P_" \
    drtPass1Iterations 4 \
    timing.rr.start "wasdone$_DFF_N_" \
    tightestPinTransition_ns 0.8174 \
    top_cells_by_area "sky130_fd_sc_hd__dfxtp_1 83%, sky130_fd_sc_hd__mux2_2 15%, sky130_fd_sc_hd__clkbuf_8 1.3%" \
    number_of_standard_cells_in_the_layout_taps_in_and_fillers_out 1680 \
    status "finished, final reports clean" \
    max_slew_margin_pct 45.51 \
    postSynthCellCount 529 \
    rows 86 \
    grt.overflow.total 0 \
    lay_top_count "sky130_fd_sc_hd__clkdlybuf4s50_1" \
    drt-total-wl_um 28720 \
    place.detailed.instances 1608 \
    cts_setup_buffers 0 \
    ys_chip_area_um2 9339 \
    critical_path_required_ns 5.68 \
    hpwlAfterDp_um 21460 \
    synth-cells-yosys 529 \
    synthesis.area_per_instance_um2 17.65 \
    post-route-drc-count 0 \
    critical_path.cell_chain "nand2b_1 -> mux2_2 -> clkdlybuf4s50_1" \
    slew_viol_final 0 \
    timing.hold.ws_ns 0.3457 \
    cts_max_level 2 \
    setup.worst_path.start "wasdone$_DFF_N_" \
    leakagePower_nw 5.746 \
    cts_tree "yes" \
    dpl_ws_ns 0.9841 \
    grt_setup_unrepaired "false" \
    clk_pin_slew_worst_paths_ns 0.06 \
    fin_total_pwr_mw 4.551 \
    critical_path.max_stage_delay_ns 0.40 \
    detail-route-antenna-nets 0 \
    place.gp.congestion 0.8242 \
    grt_max_degree 67 \
    holdCritPathClass "reg -> reg" \
    grt_antenna_before_repair 12 \
    number_of_global_route_vias_before_repair 6088 \
    maxCapViolations 0 \
    cp_data_arrival_time_ns 5.28 \
    synth.ff_latch_count 385 \
    via_count 5530 \
    crit_buf_inv 1 \
    yosysSeqAreaShare_pct 82.53 \
    critical-path-top-delay-family "buffers and inverters" \
    num_io_pins 388 \
    tool_warnings 27 \
    cts_resized 0 \
    layout-drive-gt1-share_pct 19.79 \
    crit_path_end_kind "output port" \
    power.ir.vdd_worst_uv 215.8 \
    cts_made_buffers 39 \
    total_setup_violations_reported_at_the_end_of_the_flow 0 \
    netlist-cell-type-count 6 \
]
[cell type report]
class	instances	area [um2]
Fill cell	5554	39630
Sequential cell	385	7711
Timing Repair Buffer	389	3889
Multi-Input combinational cell	129	1448
Clock buffer	54	1114
Tap cell	704	880.8
Clock inverter	18	207.7
Antenna cell	1	2.502
[power breakdown]
part	switching, mW	total, mW	internal [mW]
combinational	0.0483	0.199	0.150
sequential	0.0262	2.28	2.25
clock	0.827	2.07	1.25
[registers in the layout (all words and copies together), names as in the netlist]
signal and flops:
plaintext 128, wasdone 1, sdodelayed 1, key 128, cyphertextcaptured 127
[how the worst max path moves through the flow]
stage | end | slack, ns | depth (start not counted)
after CTS | sdo | 0.35 | 3
after global routing | sdo | 0.30 | 3
final | sdo | 0.40 | 3
[metrics by stage]
step | cell area (um2) | utilization [%]
global route | 15250 | 27.79
detailed placement | 13930 | 25.39
floorplan | 9339 | -
CTS | 15250 | 27.79
global placement | 13930 | 25.39
finish | 15250 | 27.79
[cell families after synthesis]
kind of cell / Yosys count / synth area share, %
buffers and inverters: 15 / 1.969
AND/OR/NAND/NOR: 1 / 0.06703
multiplexers: 128 / 15.43
flip-flops: 385 / 82.53
[per-layer routing]
layer  part of all wire (%)  global-route usage, %  vias up  wire length [um]
li1                       -                      -     2586                 -
met1                     38                  10.25     2507             10980
met2                     38                  11.56      364             10870
met3                     21                  8.014       57              6141
met4                    2.1                  1.972       16               606
met5                   0.40                0.07710        -               116
[synthesized netlist by cell type (all sizes together)]
| cell | number |
|---|---|
| buf | 5 |
| clkbuf | 9 |
| nand2b | 1 |
| inv | 1 |
| dfxtp | 385 |
| mux2 | 128 |
