[/design/flow/config.mk]
export PLATFORM = sky130hd
export DESIGN_NAME = aes_core
export DESIGN_NICKNAME = aes_core
export VERILOG_FILES = /design/flow/design.v
export SDC_FILE = /design/flow/constraint.sdc
export NUM_CORES = 4
export LEC_CHECK = 1
export CORE_UTILIZATION = 50
export SYNTH_HDL_FRONTEND = slang
export SYNTH_MEMORY_MAX_BITS = 65536
[/design/flow/constraint.sdc]
current_design aes_core

set clk_period 17.6
set clk_io_pct 0.2

create_clock -name clk0 -period $clk_period [get_ports {clk}]

set non_clock_inputs [all_inputs -no_clocks]
set_input_delay [expr $clk_period * $clk_io_pct] -clock clk0 $non_clock_inputs
set_output_delay [expr $clk_period * $clk_io_pct] -clock clk0 [all_outputs]
[/design/flow/design.v]
module subBytes (input logic clk,
                input logic [127:0] statein,
                input logic sben,
                output logic [127:0] stateout);
    logic [31:0] w0, w1, w2, w3;
    logic [31:0] w0p, w1p, w2p, w3p;
    assign {w0, w1, w2, w3} = statein ;
	sboxWord_sync sw0(w0, clk, w0p);
    sboxWord_sync sw1(w1, clk, w1p);
	sboxWord_sync sw2(w2, clk, w2p);
	sboxWord_sync sw3(w3, clk, w3p);
    always_ff @(posedge clk) begin
        if (sben) stateout <= {w0p, w1p, w2p, w3p};
        else stateout <= statein;
    end
    endmodule
module shiftRows   (input logic [127:0] statein,
                    input logic sren,
                    output logic [127:0] stateout);
    logic [7:0] s00, s01, s02, s03, s10, s11, s12, s13, s20, s21, s22, s23, s30, s31, s32, s33;
    assign {s00, s10, s20, s30, s01, s11, s21, s31, s02, s12, s22, s32, s03, s13, s23, s33} = statein;
    always_comb begin
        if (sren) begin
            stateout[127:96] = {s00, s11, s22, s33};
            stateout[95:64] = {s01, s12, s23, s30};
            stateout[63:32] = {s02, s13, s20, s31};
            stateout[31:0] = {s03, s10, s21, s32};
        end
        else stateout = statein;
    end
endmodule
module addRoundKey(input logic [127:0] statein,
                    input logic [127:0] roundkey,
                    output logic [127:0] stateout );
    logic [31:0] w1, w2, w3, w4;
    logic [31:0] w1p, w2p, w3p, w4p;
    logic [31:0] rk1, rk2, rk3, rk4;
    assign {w1, w2, w3, w4} = statein;
    assign {rk1, rk2, rk3, rk4} = roundkey;
    always_comb begin
        w1p = w1 ^ rk1;
        w2p = w2 ^ rk2;
        w3p = w3 ^ rk3;
        w4p = w4 ^ rk4;
        stateout = {w1p, w2p, w3p, w4p};
    end
endmodule
module keyExpand(input logic clk,
				input logic [127:0] prevkey,
                input logic [3:0] round,
                output logic [127:0] roundkey);
        logic[31:0] w0, w1, w2, w3, w4, w5, w6, w7, Rcon, rotWord, subWord;
        assign {w0,w1,w2,w3} = prevkey;
		assign rotWord = {w3[23:16], w3[15:8], w3[7:0], w3[31:24]};
		sboxWord_sync mySBM0(rotWord, clk, subWord);
        always_comb begin
            if ((round == 4'b1111) | (round == 4'b0000)) roundkey = prevkey;
            else begin
                if (round <= 8) Rcon = {16'b1 << (round-1), 24'h000000};
                else if (round == 9) Rcon = 32'h1b000000;
                else if (round == 10) Rcon = 32'h36000000;
                else Rcon = 32'h0;  
                w4 = w0 ^ subWord ^ Rcon;
                w5 = w1 ^ w4;
                w6 = w2 ^ w5;
                w7 = w3 ^ w6;
                roundkey = {w4, w5, w6, w7};
            end
        end
endmodule
module controller( input logic clk, load, 
                   input logic[127:0] key,
                   output logic inen, sren, sben, mcen, arken, outen,
                   output logic[127:0] roundkey,
                   output logic done);
    logic [127:0] prevkey;
    logic [3:0] round;
    logic [1:0] counter;
    keyExpand myKE(clk, prevkey, round, roundkey);
    typedef enum {idle, r0, r1, r2, r3, r4, r5, r6, r7, r8, r9, r10, complete, error} statetype;
    statetype state, nextstate;
    always_ff @(posedge clk) begin
        if (load) begin 
            counter <= 0;
            prevkey <= key;
            state <= idle;
            round <= -1;
        end
        else begin
            state <= nextstate;                           
            if (state != nextstate) begin  
                counter <= 0;
                prevkey <= roundkey;
                round <= round + 1;
            end
            else counter <= counter + 1;
        end
    end
    always_comb begin
    case (state)
        idle: if (!load) nextstate = r0; else nextstate = state;
        r0: if (counter == 3) nextstate = r1; else nextstate = state;
        r1: if (counter == 3) nextstate = r2; else nextstate = state;
        r2: if (counter == 3) nextstate = r3; else nextstate = state;
        r3: if (counter == 3) nextstate = r4; else nextstate = state;
        r4: if (counter == 3) nextstate = r5; else nextstate = state;
        r5: if (counter == 3) nextstate = r6; else nextstate = state;
        r6: if (counter == 3) nextstate = r7; else nextstate = state;
        r7: if (counter == 3) nextstate = r8; else nextstate = state;
        r8: if (counter == 3) nextstate = r9; else nextstate = state;
        r9: if (counter == 3) nextstate = r10; else nextstate = state;
        r10: if (counter == 3) nextstate = complete; else nextstate = state;
        complete:  nextstate = state;
        error: nextstate = error;
        default: nextstate = error;
        endcase
    end
    assign inen = (round > 0);
    assign sben = ((round > 0) && (round <= 10));
    assign sren = ((round > 0) && (round <= 10));
    assign mcen = ((round > 0) && (round < 10));
    assign arken = (round > -1);
    assign outen = (counter == 3);
    assign done = (state == complete);
endmodule
module aes( 
           input  logic sck, 
           input  logic sdi,
           output logic sdo,
           input  logic load,
           output logic done);
    logic [127:0] key, plaintext, cyphertext;
    oscillator myOsc(clk);
    aes_spi spi(sck, sdi, sdo, done, key, plaintext, cyphertext);   
    aes_core core(clk, load, key, plaintext, done, cyphertext);
endmodule
module oscillator(output logic clk);
	logic int_osc;
	HSOSC #(.CLKHF_DIV(2'b01)) 
         hf_osc (.CLKHFPU(1'b1), .CLKHFEN(1'b1), .CLKHF(int_osc));
    assign clk = int_osc;
endmodule
module aes_spi(input  logic sck, 
               input  logic sdi,
               output logic sdo,
               input  logic done,
               output logic [127:0] key, plaintext,
               input  logic [127:0] cyphertext);
    logic         sdodelayed, wasdone;
    logic [127:0] cyphertextcaptured;
    always_ff @(posedge sck)
        if (!wasdone)  {cyphertextcaptured, plaintext, key} = {cyphertext, plaintext[126:0], key, sdi};
        else           {cyphertextcaptured, plaintext, key} = {cyphertextcaptured[126:0], plaintext, key, sdi}; 
    always_ff @(negedge sck) begin
        wasdone = done;
        sdodelayed = cyphertextcaptured[126];
    end
    assign sdo = (done & !wasdone) ? cyphertext[127] : sdodelayed;
endmodule
module aes_core(input  logic         clk, 
                input  logic         load,
                input  logic [127:0] key, 
                input  logic [127:0] plaintext, 
                output logic         done, 
                output logic [127:0] cyphertext);
    logic inen, sben, sren, mcen, arken, outen;
    logic [127:0] roundkey, sbin, srin, mcin, arkin, outmuxin;
    mux2 #(128) inmux(inen, plaintext, cyphertext, 
                    sbin);
    controller myC(clk, load, key,
                    inen, sren, sben, mcen, arken, outen, roundkey, done);
    subBytes mySB( clk, sbin, sben,
                    srin);
    shiftRows mySR(srin, sren,
                    mcin);
    mixColumns myMC(mcin, mcen, 
                    arkin);
    addRoundKey myARK(arkin, roundkey,
                    outmuxin);
    flopenr #(128) outFlop(clk, outen, load, outmuxin, cyphertext);
endmodule
module sbox(input  logic [7:0] a,
            output logic [7:0] y);
  logic [7:0] sbox[0:255];
  initial   $readmemh("sbox.txt", sbox);
  assign y = sbox[a];
endmodule
module sbox_sync(
	input		logic [7:0] a,
	input	 	logic 			clk,
	output 	logic [7:0] y);
  logic [7:0] sbox [0:255];
  initial   $readmemh("sbox.txt", sbox);
	always_ff @(posedge clk) begin
		y <= sbox[a];
	end
endmodule
module sboxWord_sync(
                input [31:0] a,
                input clk,
                output [31:0] y);
      sbox_sync s0 (a[7:0],  clk, y[7:0]);
      sbox_sync s1 (a[15:8], clk, y[15:8]);
      sbox_sync s2 (a[23:16],clk, y[23:16]);
      sbox_sync s3 (a[31:24],clk, y[31:24]);
  endmodule
module galoismult(input  logic [7:0] a,
                  output logic [7:0] y);
    logic [7:0] ashift;
    assign ashift = {a[6:0], 1'b0};
    assign y = a[7] ? (ashift ^ 8'b00011011) : ashift;
endmodule
module mixcolumn(input  logic [31:0] a,
                 output logic [31:0] y);
        logic [7:0] a0, a1, a2, a3, y0, y1, y2, y3, t0, t1, t2, t3, tmp;
        assign {a0, a1, a2, a3} = a;
        assign tmp = a0 ^ a1 ^ a2 ^ a3;
        galoismult gm0(a0^a1, t0);
        galoismult gm1(a1^a2, t1);
        galoismult gm2(a2^a3, t2);
        galoismult gm3(a3^a0, t3);
        assign y0 = a0 ^ tmp ^ t0;
        assign y1 = a1 ^ tmp ^ t1;
        assign y2 = a2 ^ tmp ^ t2;
        assign y3 = a3 ^ tmp ^ t3;
        assign y = {y0, y1, y2, y3};    
endmodule
module mixColumns(input  logic [127:0] a,
                  input logic mcen,
                  output logic [127:0] y);
	logic [127:0] temp;
	mixcolumn mc0(a[127:96], temp[127:96]);
	mixcolumn mc1(a[95:64],  temp[95:64]);
	mixcolumn mc2(a[63:32],  temp[63:32]);
	mixcolumn mc3(a[31:0],   temp[31:0]);
  always_comb begin
    if (mcen)  	y = temp;  
	  else 		y = a;
  end
endmodule
module mux2 #(parameter WIDTH = 32)
            (input logic select,
            input logic [WIDTH-1:0] s1, s2,
            output logic [WIDTH-1:0] out);
    assign out = select ? s2 : s1;
endmodule
module flopenr #(parameter WIDTH = 32)
                (input logic clk, en, reset,
                input logic [WIDTH-1:0] q,
                output logic [WIDTH-1:0] d);
always_ff @(posedge clk) begin
  if (reset) d <= 0;
  else if (en) d <= q;
end
endmodule
[/design/flow/sbox.txt]
63
7c
77
7b
f2
6b
6f
c5
30
01
67
2b
fe
d7
ab
76
ca
82
c9
7d
fa
59
47
f0
ad
d4
a2
af
9c
a4
72
c0
b7
fd
93
26
36
3f
f7
cc
34
a5
e5
f1
71
d8
31
15
04
c7
23
c3
18
96
05
9a
07
12
80
e2
eb
27
b2
75
09
83
2c
1a
1b
6e
5a
a0
52
3b
d6
b3
29
e3
2f
84
53
d1
00
ed
20
fc
b1
5b
6a
cb
be
39
4a
4c
58
cf
d0
ef
aa
fb
43
4d
33
85
45
f9
02
7f
50
3c
9f
a8
51
a3
40
8f
92
9d
38
f5
bc
b6
da
21
10
ff
f3
d2
cd
0c
13
ec
5f
97
44
17
c4
a7
7e
3d
64
5d
19
73
60
81
4f
dc
22
2a
90
88
46
ee
b8
14
de
5e
0b
db
e0
32
3a
0a
49
06
24
5c
c2
d3
ac
62
91
95
e4
79
e7
c8
37
6d
8d
d5
4e
a9
6c
56
f4
ea
65
7a
ae
08
ba
78
25
2e
1c
a6
b4
c6
e8
dd
74
1f
4b
bd
8b
8a
70
3e
b5
66
48
03
f6
0e
61
35
57
b9
86
c1
1d
9e
e1
f8
98
11
69
d9
8e
94
9b
1e
87
e9
ce
55
28
df
8c
a1
89
0d
bf
e6
42
68
41
99
2d
0f
b0
54
bb
16
[/design/flow/run.sh]
#!/bin/bash
# OpenROAD 26Q1-2900-gdf79404cd8, Yosys 0.63+post, stock flow scripts
make -C /OpenROAD-flow-scripts/flow DESIGN_CONFIG=/design/flow/config.mk WORK_HOME=/design/flow/orfs finish
==> reports/qor.txt <==
fillers - 3622
Clock Skew - 0.0183 ns
Async SR Flop Fraction - 0%
Yosys warnings - 0
tool warnings - 29
Max IR drop VDD - 0.112 mV
Mapped Area - 23600 µm²
Worst Hold End - myC.counter[0]$_SDFF_PP0_
startpoint types - flop
r2r setup slk - 12.69 ns
routed vias - 16.8k
global-route usage over all layers - 32.2%
period utilization - 34.4%
post-CTS setup buffer count - 0
max-slew violations - 0
hold path cells - 1
highest-count logic cell in the final layout - xnor2_1
CTS Sinks - 422
Placer Congestion - 0.919
PD cells - 83.7 nW/µm²
critical path cell sequence - nor4_1 > nand4_1 > nor2_1 > and3_1 > clkdlybuf4s50_1
H-tree levels - 2
CTS Hold Bufs - 0
r2r endpoint - outFlop.d[91]$_SDFFE_PP0P_
relative slew slack - 40.9%
Post-synth EDFFs - 128
ys flops - 422
Die Size - 48100 µm²
final core area utilization - 63.0%
Least-Margin Pin Slew - 0.862 ns
number of remaining DRC errors - 0
I/O Pins - 387
Horiz. Die Dim - 219 µm
HP Class - flop to flop
CP Class - flop to output pin
total grt overflow - 0
r2r worst-path depth - 13
clk root buf - clkbuf_16
MUX area fraction - 13.2%
Routed WL - 73.6 mm
Hold Startpoint - myC.counter[0]$_SDFF_PP0_
RSZ-0062 raised after global routing - no
most instantiated logic cells after routing - xnor2_1, clkdlybuf4s50_1, dfxtp_1
Max Cap Viol - 0
CTS Buf Count - 46
Critical Path AT - 2.53 ns
fraction of layout cells with a size suffix above 1 - 10.9%
logic area - 13100 µm²
final setup margin - 11.55 ns
Inserted Diodes - 0
yosys aoi share - 7.74%
Mapped Cells - 2226
Yosys cell types - 65
fp util - 50.7%
Latency at later pin - 0.59 ns
CP Max Fanout - 5
Setup-failing EPs final - 0
Post-CTS Resized - 0
Reg area - 9730 µm²
critical path's largest stage delay - 0.50 ns
sequential area share after synthesis - 41.2%
Die Ht - 219 µm
Core Region - 46600 µm²
first-pass GRT wire length - 107 mm
Clock Tree Buf Depth - 3
top_reg_cell synth - dfxtp_1
P&R area growth vs syn - 24.2%
CTS tree - yes
highest clock rate - 165 MHz
antenna violations before repair - 2
crit end category - output pin
Slowest-stage cell, CP - clkdlybuf4s50_1
outcome - finished clean
Routed Antenna Nets - 0
vias in the first global route - 16.8k
Synth top area share - 24.9%
area leader, netlist - dfxtp_1
comb area leader - XOR/XNOR gates
Crit path required time - 14.08 ns
IO Port Bufs - 386
# rows - 79
Mapped Avg Cell Area - 10.6 µm²
number of cells in Yosys stat - 2226
adder share - 0.159%
largest net degree at the start of global routing - 110
drt pass-1 iters - 5
xor/xnor share - 29.0%
HPWL Detailed - 54.7 mm
Total Power - 2.45 mW
setup_tns - 0 ns
min Tclk post-route - 6.05 ns
Clock transition at path regs - 0.06 ns
Chip Area, Yosys - 23600 µm²
final hold violation count - 0
worst flop-to-flop path startpoint - myC.round[1]$_SDFFE_PP1P_
drt initial violations - 1084
Static Leak - 10.7 nW
Setup WS pre-CTS - 11.58 ns
top cells, area - dfxtp_1, xnor2_1, edfxtp_1
AND/OR/NAND/NOR Cells, Area Fraction - 4.74%
Via-to-Cell Ratio - 5.29
DR WL/cell - 23.2 µm
==> final cells by class <==
cell class | instances | share of cell area, %
Tap cell | 607 | 2.59
Clock inverter | 19 | 0.721
Multi-Input combinational cell | 1629 | 44.6
Inverter | 11 | 0.141
Clock buffer | 67 | 4.79
Sequential cell | 422 | 33.2
Timing Repair Buffer | 414 | 13.9
==> synthesized netlist by cell type (all sizes together), types with 2 or more instances <==
cell,n
xnor2,550
dfxtp,294
xor2,186
mux2i,155
clkbuf,151
o21ai,145
mux2,131
edfxtp,128
nand2,124
nor2,80
a21oi,55
a22oi,54
buf,40
a211oi,12
nand3,12
inv,10
xnor3,10
nor4,8
nor2b,7
and2,6
o211ai,6
a31oi,5
a211o,4
nand2b,4
nor3,4
a22o,3
ha,3
nand4,3
nor3b,3
o221ai,3
o22ai,3
o311ai,3
a221o,2
a32oi,2
and3,2
o2111ai,2
xor3,2
==> sequential cells by signal (all words and copies together) (netlist names) <==
name           flops
myC.round          4
myC.state         32
mySB.stateout    128
myC.counter        2
myC.prevkey      128
outFlop.d        128
==> how the worst max path moves through the flow <==
stage | slack [ns] | endpoint | from
after global routing | 11.36 | done | myC.state[26]$_SDFF_PP0_
after CTS | 11.54 | done | myC.state[26]$_SDFF_PP0_
final | 11.55 | done | myC.state[12]$_SDFF_PP0_
==> metrics by stage <==
stage | area (µm²) | std cells | hold slack (ns)
3_3_place_gp | 27700 | 3083 | 0.419
2_1_floorplan | 23700 | 2253 | 0.404
3_5_place_dp | 27700 | 3083 | 0.430
5_1_grt | 29300 | 3169 | 0.471
6_report | 29300 | 3169 | 0.435
4_1_cts | 29300 | 3169 | 0.439
==> cell families after synthesis <==
logic type                 Yosys count
other                                1
muxes                              286
buffers and inverters              202
AOI/OAI and AO/OA                  305
DFF                                422
xor gates and xnor gates           748
adders and majority gates            3
and+or+nand+nor                    259
==> layer usage <==
layer	wire length [µm]	vias up	GRT usage, %	share of wire (%)
met5	23	-	0	0.031
met4	2720	4	10.2	3.7
met3	5740	115	8.25	7.8
met2	33000	569	47.6	45
met1	32100	8007	48.0	44
li1	-	8065	-	-
==> report_power, final <==
part	switching, mW	leakage (nW)	internal, mW
Clock	0.402	0.801	0.614
Sequential	0.0285	3.63	1.04
Combinational	0.191	6.24	0.182
==> critical path: cells and delay by family, from the launching register on <==
| family | cells | cell delay [ns] |
|---|---|---|
| buffers and inverters | 1 | 0.50 |
| DFF | 1 | 0.29 |
| and+or+nand+nor | 4 | 1.15 |
Power and IR drop assume default switching activity.
